===== constraint.sdc =====
current_design sram_tag

set clk_period 132.0
set clk_io_pct 0.2

create_clock -name clk0 -period $clk_period [get_ports {clk_i}]

set non_clock_inputs [all_inputs -no_clocks]
set_input_delay [expr $clk_period * $clk_io_pct] -clock clk0 $non_clock_inputs
set_output_delay [expr $clk_period * $clk_io_pct] -clock clk0 [all_outputs]

===== config.mk =====
export PLATFORM = sky130hd
export DESIGN_NAME = sram_tag
export DESIGN_NICKNAME = sram_tag
export VERILOG_FILES = /design/flow/design.v
export SDC_FILE = /design/flow/constraint.sdc
export NUM_CORES = 4
export LEC_CHECK = 1
export CORE_UTILIZATION = 40
export SYNTH_MEMORY_MAX_BITS = 65536

===== run.sh =====
#!/bin/bash
# OpenROAD 26Q1-2900-gdf79404cd8, Yosys 0.63+post, stock flow scripts
make -C /OpenROAD-flow-scripts/flow DESIGN_CONFIG=/design/flow/config.mk WORK_HOME=/design/flow/orfs finish

===== design.v =====
`timescale 1ns / 1ps
module sram_tag #(
  parameter WORD_SIZE = 128,
  parameter ADDR_WIDTH = 6 
) (
  input                      clk_i,
  input                      wr_i,
  input                      en_i,
  input [ADDR_WIDTH-1:0]     addr_i,
  input [WORD_SIZE-1:0]      data_i,
  output reg [WORD_SIZE-1:0] data_o
);
  reg [WORD_SIZE-1:0] RAM [2**ADDR_WIDTH-1:0];
  always @(posedge clk_i) begin
    if (en_i) begin
      if (wr_i) begin
        RAM[addr_i] <= data_i;
        end
      data_o <= RAM[addr_i];
    end
  end
endmodule

==> impl_metrics.py <==
# Metrics from the implementation run
metrics = {
    "run_status": {
        "status": "complete, no violations",
    },
    "global_routing": {
        "overflow": 0,
        "antenna_found_initial": 59,
        "grt_use_total": 0.2715,
        "grt_pass1_vias": 188200,
        "grt_pass1_wl_um": 1391000,
        "grt_max_degree": 100,
    },
    "timing": {
        "slew_headroom": 0.1644,
        "final_hold_viol_count": 0,
        "final-setup-viol-count": 0,
        "finalClockPeriodUsage": 0.2376,
        "worst_slew_pin_slew_ps": 1251,
        "drv_slew": 0,
        "fmax_ghz": 0.03188,
        "rsz0062_at_grt": "no",
        "fin_setup_tns_ps": 0,
        "finClkSkew_ps": 94.32,
        "fin_crit_ps": 31370,
    },
    "power": {
        "p_sw_frac": 0.2218,
        "finalPower_mw": 5.376,
        "seq_power_share": 0.546,
        "netSwitchingPower_mw": 1.192,
        "internal_power_mw": 4.184,
        "p_comb_frac": 0.050,
        "p_clk_frac": 0.404,
        "p_leak_nw": 110.1,
        "p_per_area_nw_per_um2": 15.14,
        "ir_worst_vdd_mv": 0.01572,
    },
    "setup_path": {
        "regToRegStartpoint": "RAM[44][6]",
        "regToRegSetupSlack_ps": 129410,
        "path_class": "in2reg",
        "cp-start-kind": "input pin",
        "crit_fanout": 76,
        "cp-end-kind": "flop",
        "r2r_end": "data_o[6]",
        "crit_required_ps": 132960,
        "worst_r2r_path_depth": 5,
        "cp.arrival_ps": 32320,
    },
    "yosys": {
        "ys_area_sq_um": 313700,
        "avgSynthCellArea_sq_um": 18.08,
        "ys_ff": 8320,
        "syn_inst": 17350,
        "synth_cell_type_count": 65,
        "syn_area_sq_um": 313700,
        "ys_seq_share": 0.7965,
        "yosys-stat-cells": 17350,
        "async_reset_ff_frac": 0,
        "synthFlopType": "edfxtp_1",
        "edf_count": 8320,
        "yosysWarnings": 1,
    },
    "cells_and_area": {
        "drive_above_1_share": 0.1452,
        "syn_to_final_growth_pct": 13.21,
        "final_area_sq_um": 355100,
        "logic_area_sq_um": 58530,
        "fill_cells": 64730,
        "fin_util": 0.4553,
        "seqCellArea_sq_um": 249800,
    },
    "worst_hold_path": {
        "hold_path_class": "reg2reg",
        "hp-start": "RAM[51][30]",
        "holdPathEnd": "data_o[30]",
        "whs_path_depth": 4,
    },
    "detailed_routing": {
        "drt_iter0_markers": 13810,
        "drcViolationCount": 0,
        "wl_per_cell_um": 34.11,
        "firstDrtPassIters": 8,
        "vias": 179000,
        "viasPerCell": 6.153,
        "ant_nets": 0,
        "drt-total-wl_um": 992200,
    },
    "die": {
        "initial_core_util": 0.4022,
        "chipArea_sq_um": 787700,
        "die_h_um": 887.5,
        "io_pins": 265,
        "die_w_um": 887.5,
        "coreArea_sq_um": 780000,
        "fp-row-count": 324,
    },
    "cts": {
        "cts.sinks": 8320,
        "post_cts_resized": 0,
        "post_cts_buffers": 0,
        "clk_pin_slew_ps": 60,
        "clkLatencyLatePin_ps": 1190,
        "root_buffer": "clkbuf_16",
        "htree_levels": 6,
        "cts_made_buffers": 804,
        "max-clock-path-buffers": 4,
        "hold_buffers": 0,
        "tritoncts": "done",
    },
    "placed_design": {
        "dp_hpwl_um": 541700,
        "gp_congestion": 0.8687,
        "dpl_cell_area_sq_um": 330400,
        "port_buffers": 264,
    },
    "run": {
        "log.warning_count": 26,
        "maxCapViolCount": 0,
    },
}
## state kept, by name (all words and copies together) (netlist names)
register  cells
data_o      128
RAM        8192
## synth_stat cells (23+ instances only)
library cell	n	area (sq um)
nor2_1	719	2699
buf_6	23	259.0
o21ai_1	56	280.3
buf_2	433	2167
o311a_1	57	570.6
a211o_1	113	989.7
edfxtp_1	8320	249800
o21ai_0	320	1602
a221o_1	62	620.6
a211oi_1	119	893.4
buf_1	170	638.1
clkbuf_1	666	2500
nand2_1	150	563.0
nand4_1	61	381.6
buf_4	50	375.4
a221oi_1	1068	9354
nand4b_1	57	499.2
o22ai_1	717	4486
mux2i_1	764	7647
nor3_1	31	155.2
o2bb2ai_1	58	508.0
a21oi_1	823	4119
o221ai_1	81	709.4
mux2_2	462	5202
nor4_1	121	757.0
o22a_1	64	560.5
a22oi_1	1546	11610
mux4_2	125	2815
## worst max path at each step
stage / cells past startpoint / to / from / slack (ps)
CTS: 13 / data_o[87] / addr_i[1] / 100880
global route: 13 / data_o[87] / addr_i[1] / 100580
finish: 13 / data_o[85] / addr_i[1] / 100630
## worst max-delay path, cell delays in order
cell and delay (ps):
buf_12 370, buf_4 550, buf_4 530, nor2b_4 260, buf_4 450, buf_4 580
buf_4 540, buf_4 650, buf_4 630, a221oi_1 220, o22a_1 250, o21ai_1 340
nand4b_1 170
## layer usage
layer / global-route usage / wire (um) / vias up
li1: - / - / 74070
met1: 0.3031 / 304500 / 88340
met2: 0.3798 / 444000 / 14220
met3: 0.2371 / 198100 / 2246
met4: 0.09408 / 42370 / 92
met5: 0.03270 / 3208 / -
## cell type report
class | instances | area share
Clock inverter | 432 | 0.009926
Timing Repair Buffer | 1120 | 0.02516
Multi-Input combinational cell | 7680 | 0.1648
Clock buffer | 1033 | 0.05920
Tap cell | 10430 | 0.03676
Antenna cell | 63 | 0.0004440
Inverter | 4 | 0.0001304
Sequential cell | 8320 | 0.7036
## cells in the final DEF (no fill, tap or decap), types with 113 or more instances in the layout
master | netlist | layout
mux2_2 | 462 | 462
nor4_1 | 121 | 121
o22ai_1 | 717 | 717
buf_2 | 433 | 127
buf_4 | 50 | 819
clkbuf_1 | 666 | 227
a221oi_1 | 1068 | 1068
a21oi_1 | 823 | 823
clkinv_1 | 0 | 224
clkbuf_16 | 0 | 806
nor2_1 | 719 | 652
a22oi_1 | 1546 | 1546
edfxtp_1 | 8320 | 8320
o21ai_0 | 320 | 320
a211o_1 | 113 | 113
nand2_1 | 150 | 141
a211oi_1 | 119 | 119
mux4_2 | 125 | 125
clkdlybuf4s50_1 | 0 | 133
mux2i_1 | 764 | 764
## power by group through the flow
stage	Sequential, mW	Clock, mW	Combinational (mW)
finish	2.93	2.17	0.270
global route	2.93	2.29	0.288
CTS	2.93	2.19	0.267
## through the flow
step                      cells  setup WS (ps)  hold slack, ps
after floorplan           17350          98300           650.2
after global placement    27560          99770           680.8
final                     29080         100630           692.1
after global routing      29060         100580           762.8
after CTS                 29020         100880           698.4
after detailed placement  27560          99710           704.5
## logic make-up after synthesis
family / Yosys count / synth area share
buffers and inverters: 1346 / 0.01899
AOI/OAI and AO/OA: 5133 / 0.1172
and+or+nand+nor: 1196 / 0.01734
muxes: 1351 / 0.04994
DFF: 8320 / 0.7965
Power figures rest on the tool's default switching activity, not on a simulated workload.
